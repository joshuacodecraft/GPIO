--- design/flow/design.v ---
module aux_if(sys_clk,sys_rst,auxin,aux_i);
	input sys_clk,sys_rst;
	input [31:0]auxin;
	output reg [31:0]aux_i;
	always@(posedge sys_clk)
		begin
			if(sys_rst)
				aux_i<=32'b0;
			else
				aux_i<=auxin;
		end
endmodule
--- design/flow/run.sh ---
#!/bin/bash
# OpenROAD 26Q1-2900-gdf79404cd8, Yosys 0.63+post, stock flow scripts
make -C /OpenROAD-flow-scripts/flow DESIGN_CONFIG=/design/flow/config.mk WORK_HOME=/design/flow/orfs finish
--- design/flow/config.mk ---
export PLATFORM = sky130hd
export DESIGN_NAME = aux_if
export DESIGN_NICKNAME = aux_if
export VERILOG_FILES = /design/flow/design.v
export SDC_FILE = /design/flow/constraint.sdc
export NUM_CORES = 4
export LEC_CHECK = 1
export CORE_AREA = 10 10 102 102
export DIE_AREA = 0 0 112 112
--- design/flow/constraint.sdc ---
current_design aux_if

set clk_period 1.0
set clk_io_pct 0.2

create_clock -name clk0 -period $clk_period [get_ports {sys_clk}]

set non_clock_inputs [all_inputs -no_clocks]
set_input_delay [expr $clk_period * $clk_io_pct] -clock clk0 $non_clock_inputs
set_output_delay [expr $clk_period * $clk_io_pct] -clock clk0 [all_outputs]
==> flow_summary.ini <==
; physical design summary
[outcome]
status = completed

[logic_synthesis]
syn_area_um2 = 863
postSynthSeqShare_pct = 74.2
synth.distinct_cells = 3
yosys_warnings = 1
synthCells = 67
avgSynthCellArea_um2 = 12.9
numSynthFlops = 32
ys_cells = 67
yosysChipArea_um2 = 863

[timing]
relSlewSlack_pct = 90.2
post-route-min-period_ns = 0.959
worst_pin_slew_ns = 0.147
finalHoldViolCount = 0
setup_viol = 0
rsz0062_at_grt = no
timing.fmax_ghz = 1.04
setup_ws_ns = 0.0410
slew_viol_final = 0
period_used_pct = 95.9

[global_route]
grt_max_degree = 33
grt_usage_pct = 4.08
grt_pass1_wl_mm = 4.12
antenna_found_initial = 0
grt_pass1_vias = 707
overflow = 0

[drt]
vias_per_cell = 2.79
firstDrtPassIters = 2
postRouteAntennaNets = 0
route.detailed.drc = 0
num_antenna_cells = 0
vias = 679
routed_wl_mm = 2.69
wl_per_cell_um = 11.1
drtIter0Drc = 12

[final_layout]
drive_gt1_share_pct = 29.0
largest_register_ffs = 32
largest-register = aux_i
area_growth_pct = 94.3
reg_top3 = aux_i x32
finalNonFillerCells = 243
fillers = 880

[cts]
htreeDepth = 2
cts_made_buffers = 5
clockBufferDepth = 2
cts.sinks = 32
clk_pin_slew_ns = 0.07
cts_tree = done
hold_buffers = 0
root_buffer = clkbuf_8

[hold_path]
hold_depth = 2
hold_path_end = aux_i[10]
min-delay-path-class = in -> reg
holdCritStartpoint = auxin[10]

[worst_setup_path]
cp_top_family = flip-flops
cp-start-kind = flop
worstPathRequired_ns = 0.80
cp-startpoint = aux_i[20]
crit_slowest_cell = dfxtp_1
crit_fanout = 1
critPathArrivalTime_ns = 0.76
critical_path_class = reg -> out
end_kind = primary output
worst-path-buf-inv = 1
cpPeakStageDelay_ns = 0.31
path_cells = clkdlybuf4s15_1

[placed_design]
pre_cts_slack_ns = -0.117
dpl.cell_count = 235
gp_congestion = 0.662
place.port_buffers = 65

[power_and_ir_drop]
peakVddDrop_mv = 0.495
power.leakage_uw = 0.000678
power.density_mw_per_mm2 = 1700

[die]
io_pins = 66
chip_area_mm2 = 0.0125
num_rows = 33
core_mm2 = 0.00822
die_h_um = 112
dieWidth_um = 112
fp_util_pct = 10.5

[job]
cap_violations = 0
warnings = 25
## Yosys cell counts, drive strengths merged
library cell / instances / area, um^2
dfxtp: 32 / 641
buf: 3 / 22.5
nor2b: 32 / 200
## logic make-up (layout without fill, tap and decap cells)
group,after synthesis,after routing,share of synthesized area [%]
flip-flops,32,32,74.2
AND/OR/NAND/NOR,32,32,23.2
buffers and inverters,3,74,2.61
## layer usage
layer,track usage (%),wire (um)
met1,4.52,1080
met4,0.931,42
met3,2.12,261
met2,6.80,1310
met5,0,0
## placed cells by master, fill, tap and decap left out, drive strengths merged
master,Yosys,final
dfxtp,32,32
clkdlybuf4s15,0,14
clkbuf,0,22
bufinv,0,1
clkdlybuf4s50,0,33
clkinv,0,1
buf,3,3
nor2b,32,32
## layout make-up
cell class / instances / area, um^2 / share of cell area (%)
Tap cell: 105 / 131 / 7.83
Multi-Input combinational cell: 32 / 200 / 11.9
Sequential cell: 32 / 658 / 39.2
Clock inverter: 2 / 35.0 / 2.09
Timing Repair Buffer: 66 / 581 / 34.6
Clock buffer: 6 / 72.6 / 4.33
## power breakdown
part           internal [uW]  switching, uW  total, uW
Sequential              1350           16.0       1360
Clock                    739            484       1220
Combinational            207           56.6        263
## worst max-delay path by stage
| stage | to | cells past startpoint |
|---|---|---|
| after CTS | aux_i[10] | 1 |
| after global routing | aux_i[24] | 1 |
| final | aux_i[20] | 1 |
## what timing repair did
item,4_1_cts,5_1_grt
endpoints found under the setup margin,32,19
buffers inserted,0,0
resized,67,29
## through the flow
| step | setup TNS (ns) | total power [uW] | util (%) | instance area (um^2) | hold slack [ns] |
|---|---|---|---|---|---|
| floorplan | 0 | 1430 | - | 863 | 0.272 |
| global placement | -2.95 | 1710 | 20.0 | 1640 | 0.759 |
| detailed placement | -3.11 | 1710 | 20.0 | 1640 | 0.762 |
| CTS | 0 | 2960 | 21.2 | 1740 | 0.447 |
| global route | 0 | 3010 | 20.4 | 1680 | 0.447 |
| finish | 0 | 2850 | 20.4 | 1680 | 0.457 |
Power figures rest on the tool's default switching activity, not on a simulated workload.
